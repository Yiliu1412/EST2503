**flow/config.mk**
```make
export PLATFORM = sky130hd
export DESIGN_NAME = SignalGenerator
export DESIGN_NICKNAME = SignalGenerator
export VERILOG_FILES = /design/flow/design.v
export SDC_FILE = /design/flow/constraint.sdc
export NUM_CORES = 4
export LEC_CHECK = 1
export CORE_UTILIZATION = 40
```
**flow/constraint.sdc**
```tcl
current_design SignalGenerator

set clk_period 4.6
set clk_io_pct 0.2

create_clock -name clk0 -period $clk_period [get_ports {Clk}]

set non_clock_inputs [all_inputs -no_clocks]
set_input_delay [expr $clk_period * $clk_io_pct] -clock clk0 $non_clock_inputs
set_output_delay [expr $clk_period * $clk_io_pct] -clock clk0 [all_outputs]
```
**flow/design.v**
```verilog
`timescale 1ns / 1ps
module SignalGenerator(
    input Clk,
    input [2:0] ControlFrequency,
    input [2:0] ControlPeriodic,
    input [1:0] ControlDuty,
    output SignalOutFrequency,
    output SignalOutPeridic,
    output SignalOutDuty
    );
    reg [17:0]dF;
    reg [18:0]dP;
    reg [17:0]dD;
    reg duty;
    always @(posedge Clk)
    begin
    if(dF[17])
    dF<=0;
    else
    dF<=dF+ControlFrequency;
    end
    assign SignalOutFrequency=dF[16];
    always @(posedge Clk)
    begin
    if(dP[18])
    dP<=0;
    else
    dP<=dP+ControlPeriodic;
    end
    assign SignalOutPeridic=dP[17];
    always @(posedge Clk)
    begin
    if(dD[17])
    dD<=0;
    else 
    begin
    dD<=1+dD;
       if(dD<{ControlDuty,14'b10_0000_0000_0000})
        duty<=1;
        else
        duty<=0;
       end
     end
    assign SignalOutDuty=duty;
endmodule
```
**flow/run.sh**
```bash
#!/bin/bash
# OpenROAD 26Q1-2900-gdf79404cd8, Yosys 0.63+post, stock flow scripts
make -C /OpenROAD-flow-scripts/flow DESIGN_CONFIG=/design/flow/config.mk WORK_HOME=/design/flow/orfs finish
```
==> impl_metrics.json <==
{
  "antenna-diode-count": 0,
  "hold_class": "reg2reg",
  "fillCellCount": 568,
  "place_congestion": 0.772,
  "grt_max_degree": 21,
  "final_core_util": 0.461,
  "cp.depth": 8,
  "crit_family": "simple AND/OR/NAND/NOR gates",
  "ff_type": "dfxtp_1",
  "seq_power_share": 0.537,
  "grt_overflow": 0,
  "htreeDepth": 2,
  "swShare": 0.324,
  "ys_ff": 56,
  "postSynthCellCount": 286,
  "drv_slew": 0,
  "drv_cap": 0,
  "cts.sinks": 56,
  "root_buffer": "clkbuf_8",
  "rr_worst_depth": 7,
  "slew_headroom": 0.546,
  "die_y_um": 81.7,
  "power_leakage_uw": 0.00101,
  "worstSetupPathType": "in2reg",
  "num_vias": 1857,
  "drive_gt1_frac": 0.0445,
  "synth_area_leader_cell": "dfxtp_1",
  "dr.pass1.iters": 4,
  "topCellsByArea": "dfxtp_1, nor2_1, xor2_1",
  "rsz0062_at_grt": "false",
  "power.switching_uw": 389,
  "hpwl_um": 2640,
  "drc_errors": 0,
  "antenna_found_initial": 0,
  "coreArea_um2": 6030,
  "common_cells": "dfxtp_1, nor2_1, a21oi_1",
  "clk_latency_ns": 0.31,
  "cts_hold_buf": 0,
  "startpoint": "ControlPeriodic[0]",
  "worstReg2RegEnd": "dP[16]",
  "area_growth_pct": 9.36,
  "first_global_vias": 1628,
  "grt_pass1_wl_um": 7010,
  "ys_types": 38,
  "intPower_uw": 811,
  "status": "finished, final reports clean",
  "ant_nets": 0,
  "syn_area_um2": 2540,
  "worstPathMaxFanout": 7,
  "vdd_drop_max_v": 0.000291,
  "hp-start": "dF[13]",
  "edf_count": 1,
  "path_clk_slew_ns": 0.10,
  "rrSetupSlack_ns": 2.43,
  "seqCellArea_um2": 1130,
  "finalCriticalPeriod_ns": 2.93,
  "chipArea_um2": 6670,
  "fp-utilization": 0.422,
  "yosys.cell_count.top_type": "dfxtp_1",
  "cts_resized": 0,
  "cts_buffers": 5,
  "finalClockPeriodUsage": 0.637,
  "crit_slowest_cell": "clkdlybuf4s50_1",
  "yosysSeqAreaShare": 0.445,
  "crit_arrival_ns": 3.13,
  "cts_tree": "done",
  "layout.area.comb_um2": 1310,
  "drt-initial-drc-count": 79,
  "setup_viol": 0,
  "io_pins": 12,
  "rows": 28,
  "portBuffers": 11,
  "fin_tns_setup_ns": 0,
  "pwr-share-comb": 0.243,
  "top_area_frac": 0.433,
  "yosys_warnings": 1,
  "regToRegStartpoint": "dP[0]",
  "cp-endpoint": "dP[16]",
  "max_freq_ghz": 0.341,
  "clockBufferDepth": 2,
  "worst_pin_slew_ns": 0.680,
  "gr-usage-all-layers": 0.136,
  "avgSynthCellArea_um2": 8.88,
  "worst_hold_slack_ns": 0.491,
  "cp_cell_sequence": "clkdlybuf4s50_1 -> ha_1 -> inv_1 -> fa_1 -> nor2b_1 -> nor2_1 -> nor3_1 -> mux2_2",
  "post_drt_wl_per_cell_um": 10.9,
  "ys_area_um2": 2540,
  "post_cts_buffers": 0,
  "drt-total-wl_um": 4010,
  "ys_cells": 286,
  "tool_warnings": 25,
  "async_flop_share": 0,
  "via_per_inst": 5.06,
  "cp_num_buf_inv": 2,
  "max_stage_delay_ns": 0.46,
  "finalHoldViolations": 0,
  "power_density_nw_per_um2": 432,
  "crit_path_start_kind": "input pin",
  "required_ns": 4.80,
  "fin_worst_skew_ns": 0.0151,
  "p_clk_frac": 0.221,
  "die_w_um": 81.7,
  "end_kind": "flop"
}
==> worst register-to-register path: stages, from the launching register on <==
cell and delay [ns]:
dfxtp_1 0.32, ha_1 0.16, inv_1 0.06, fa_1 0.37, nor2b_1 0.40, nor2_1 0.13, nor3_1 0.27, mux2_2 0.36
==> cell usage in the layout (no fill, tap or decap), drive strengths merged, types with 2 or more instances in the layout <==
cell type	count
xor2	13
and4	4
clkbuf	6
inv	13
ha	9
o2111ai	5
clkdlybuf4s50	11
nor2b	9
dfxtp	55
o31ai	5
nor3	7
and2	2
nor4	4
o21ai	15
fa	2
or4	6
nand4	5
o211ai	2
xnor2	12
or3	11
a21oi	22
nand2	12
nand3	14
mux2	2
and3	3
nor2	34
==> metrics by stage <==
step           power, µW  cells  setup slack (ns)  cell area [µm²]
4_1_cts             1220    367              1.70             2780
5_1_grt             1300    367              1.56             2780
2_1_floorplan        883    286              2.05             2540
6_report            1200    367              1.67             2780
3_3_place_gp         943    359              1.42             2690
3_5_place_dp         947    359              1.38             2690
==> sequential cells by signal (all words and copies together) (netlist names) <==
| signal | count |
|---|---|
| dP | 19 |
| dD | 18 |
| duty | 1 |
| dF | 18 |
==> worst min path at each step <==
| stage | to | slack, ns | cells after the start |
|---|---|---|---|
| 4_1_cts | dF[13] | 0.49 | 2 |
| 5_1_grt | dP[10] | 0.51 | 2 |
| 6_report | dF[13] | 0.49 | 2 |
==> area by class of cell <==
type                    count  share of cell area
flip-flops and latches     56               0.407
clock inverters             2             0.00450
well taps                  75              0.0338
multi-input cells         204               0.471
inverters                  13              0.0176
clock buffers               6              0.0261
repair buffers             11              0.0396
==> power by group through the flow <==
| stage | sequential [µW] | clock (µW) | combinational (µW) |
|---|---|---|---|
| CTS | 644 | 278 | 295 |
| global route | 657 | 295 | 344 |
| finish | 644 | 265 | 291 |
==> logic make-up (layout without fill, tap and decap cells) <==
group,Yosys count,in the layout,synth area share
simple gates,112,112,0.233
mux,2,2,0.00887
flops,56,56,0.445
compound gates,54,54,0.127
buf+inv,26,32,0.0394
fa+ha+maj,11,11,0.0601
xor+xnor,25,25,0.0862
==> per-layer routing <==
layer | vias up | global-route usage | part of all wire
met4 | 0 | 0.0123 | 0.011
met5 | - | 0 | 0
li1 | 1014 | - | -
met3 | 5 | 0.0383 | 0.039
met1 | 813 | 0.207 | 0.56
met2 | 25 | 0.206 | 0.39
Power is estimated from default activity; no workload was simulated.
