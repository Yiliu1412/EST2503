### /design/flow/run.sh
#!/bin/bash
# OpenROAD 26Q1-2900-gdf79404cd8, Yosys 0.63+post, stock flow scripts
make -C /OpenROAD-flow-scripts/flow DESIGN_CONFIG=/design/flow/config.mk WORK_HOME=/design/flow/orfs finish
### /design/flow/config.mk
export PLATFORM = sky130hd
export DESIGN_NAME = Display
export DESIGN_NICKNAME = Display
export VERILOG_FILES = /design/flow/design.v
export SDC_FILE = /design/flow/constraint.sdc
export NUM_CORES = 4
export LEC_CHECK = 1
export CORE_AREA = 10 10 103 103
export DIE_AREA = 0 0 113 113
### /design/flow/design.v
`timescale 1ns / 1ps
module Display(
    input Clk, 
    input En, 
    input [3:0] Digital1, 
    input [3:0] Digital2, 
    input [3:0] Digital3,
    input [3:0] Digital4,
    input [3:0] Digital5,
    input [3:0] Digital6,
    input [3:0] Digital7,
    input [3:0] Digital8,
    output[7:0] DigitSel,
    output [6:0] A_2_GRight4, 
    output [6:0] A_2_GLeft4 
    );
    wire DisplayClk;
    wire [1:0] Counter2bit;
    wire [3:0] dinLeft4,dinRight4;
  DisplayClock U1(.Clk(Clk),
                  .DisplayClk(DisplayClk));
  BinaryCounter2Bit U2(.Clk(DisplayClk),
                    .Counter(Counter2bit));
  SevenSegmentDisplayDecoder U3(.din(dinLeft4),
                                .A_2_G(A_2_GLeft4));
  SevenSegmentDisplayDecoder U4(.din(dinRight4),
                                .A_2_G(A_2_GRight4));                     
 DatalSelect U5(.din({Digital8,Digital7,Digital6,Digital5}), 
                .sel(Counter2bit),
                .dout(dinLeft4));
  DatalSelect U6(.din({Digital4,Digital3,Digital2,Digital1}), 
                .sel(Counter2bit),
                .dout(dinRight4));
 DigitsSelect U7(.sel(Counter2bit),
              .Enable(En),
               .DigitsSel(DigitSel[7:4]));                  
 DigitsSelect U8(.sel(Counter2bit),
              .Enable(En),
               .DigitsSel(DigitSel[3:0]));                 
 endmodule
module DisplayClock(
    input Clk,
    output DisplayClk
    );
    reg [17:0] d;
    always @(posedge Clk)
    begin
    d<=d+1;
    end
    assign DisplayClk=d[17];
endmodule
module BinaryCounter2Bit(
     input Clk,
     output reg [1:0] Counter
     );
     always @(posedge Clk)
     begin
     Counter<=Counter+1;
     end
 endmodule
 module SevenSegmentDisplayDecoder(
        input [3:0]din,
        output reg [6:0]A_2_G
        );
      always @(*)
      begin
      case(din)
      4'h0:A_2_G<=7'h3F;              
      4'h1:A_2_G<=7'h06;
      4'h2:A_2_G<=7'h5B;
      4'h3:A_2_G<=7'h4F;
      4'h4:A_2_G<=7'h66;
      4'h5:A_2_G<=7'h6D;
      4'h6:A_2_G<=7'h7D;
      4'h7:A_2_G<=7'h07;
      4'h8:A_2_G<=7'h7F;
      4'h9:A_2_G<=7'h6F;
      4'hA:A_2_G<=7'h77;
      4'hB:A_2_G<=7'h5E; 
      4'hC:A_2_G<=7'h40; 
      4'hD:A_2_G<=7'h73; 
      4'hE:A_2_G<=7'h79;
      4'hF:A_2_G<=7'h71;
      default:
      A_2_G<=7'h00;
      endcase
      end
 endmodule
 module DatalSelect(
        input [15:0]din,
        input [1:0]sel,
        output reg [3:0]dout
        );
       always @(*)
       begin
        case(sel)
        2'b00:dout=din[3:0];
        2'b01:dout=din[7:4];
        2'b10:dout=din[11:8];
        2'b11:dout=din[15:12];
        default:
        dout=0;
        endcase
       end        
  endmodule
 module  DigitsSelect(
         input [1:0]sel,
         input Enable,
         output reg [3:0]DigitsSel
         );      
        always @(*)
        begin
        if(Enable)
        begin
            case(sel)
             2'b00:DigitsSel=4'b0001;
             2'b01:DigitsSel=4'b0010;
             2'b10:DigitsSel=4'b0100;
             2'b11:DigitsSel=4'b1000;
             default
             DigitsSel=4'b0000;
             endcase
        end
        else
        DigitsSel=4'b0000;
        end
  endmodule
### /design/flow/constraint.sdc
current_design Display

set clk_period 4.2
set clk_io_pct 0.2

create_clock -name clk0 -period $clk_period [get_ports {Clk}]

set non_clock_inputs [all_inputs -no_clocks]
set_input_delay [expr $clk_period * $clk_io_pct] -clock clk0 $non_clock_inputs
set_output_delay [expr $clk_period * $clk_io_pct] -clock clk0 [all_outputs]
==> reports/qor.yml <==
grt.overflow.total: 0
synth_cell_types: 28
warning_count: 40
critPathRequiredTime_ns: 3.36
crit_fanout: 5
period_minus_slack_ns: 3.990
min_path_type: "reg -> reg"
clock-root-buffer: "clkbuf_8"
place_area_um2: 2160
startpoint_type: "primary input"
rsz0062_at_grt: "false"
fillers: 872
holdCritStartpoint: "U1.d[0]$_DFF_P_"
die_y_um: 113
path_clk_slew_ns: 0.06
r2r_start: "U1.d[2]$_DFF_P_"
drive_gt1_share_pct: 6.912
clock_latency_ns: 0.25
ios: 56
hold_viol: 0
reg2reg_depth: 4
wl_per_cell_um: 11.56
drt_iter0_drc: 37
unclocked_regs: 2
die_w_um: 113
layoutNonFillerInstCount: 322
end_kind: "output pin"
area_leaders: "dfxtp_1 26%, ha_1 15%, mux2i_1 9.1%"
power_mw: 0.3365
ctsHoldBuffers: 0
grt_max_degree: 14
ys_cells: 166
core_area_um2: 8299
finalSetupViolCount: 0
untimed_endpoints: 2
cts_buffer_depth: 2
grt.total_usage_pct: 5.511
drc: 0
cts_setup_buffers: 0
antenna_cells: 0
finalMaxSlewViolations: 0
antenna_found_initial: 0
holdWs_ns: 0.3955
p_leak_nw: 0.9244
top_cell: "dfxtp_1"
fin_util_pct: 26.68
drt_wl_total_um: 3723
path_class: "in -> out"
fin_setup_tns_ns: 0
grt_pass1_vias: 1261
top_cells_by_count: "20 x dfxtp_1, 19 x ha_1, 17 x inv_1"
synth_cells: 166
min_period_over_period_pct: 94.99
gp_congestion: 0.7762
setup_slack_ns: 0.2105
yosysChipArea_um2: 1544
dpl.hpwl_um: 3190
ys_async_sr_fraction_pct: 0
p_per_area_nw_per_um2: 152.0
yosysTopAreaCellShare_pct: 25.93
drv_cap: 0
firstDrtPassIters: 4
ctsResizeCount: 0
avgSynthCellArea_um2: 9.301
grt_pass1_wl_um: 6058
viasPerCell: 3.969
status: "finished, final reports clean"
dr_total_vias: 1278
portBuffers: 55
max_slew_margin_pct: 55.30
holdPathEnd: "U1.d[0]$_DFF_P_"
yosysTopAreaCell: "dfxtp_1"
die_area_um2: 12770
finalInstanceArea_um2: 2215
ys_warn_count: 5
synth_flops: 20
skew_ns: 0.002489
r2r_setup_slack_ns: 2.74
cts_made_buffers: 3
ant_nets: 0
vdd_drop_max_v: 0.0003111
initCoreUtil_pct: 18.60
worstPathArrival_ns: 3.15
rows: 33
synth-edff-count: 0
yosys_most_used_dff: "dfxtp_1"
clock.fmax_mhz: 250.7
worstMarginPinSlew_ns: 0.6519
area_growth_pct: 43.44
yosys.stat.seqShare_pct: 25.93
cts.htree.levels: 1
netlist_area_um2: 1544
min_path_cells: 1
dp_slack_ns: 0.1644
dp_cells: 318
rr_endpoint: "U1.d[13]$_DFF_P_"
cts_tree: "built"
## cells by family (layout without fill, tap and decap cells)
family	count (synthesis)	after routing	share of synthesized area (%)
simple gates	40	40	13.13
buf+inv	27	78	9.400
mux	22	22	15.15
compound gates	20	20	10.78
flops	20	20	25.93
fa+ha+maj	19	19	15.40
xor+xnor	18	18	10.21
## critical path, stage by stage
cell and delay [ns]:
clkdlybuf4s50_1 0.46, a222oi_1 0.10, mux2i_1 0.39, inv_1 0.18, ha_1 0.24, mux2_2 0.27
mux2i_1 0.16, clkdlybuf4s50_1 0.50
## metal layers
layer / GRT usage, % / up-vias / wire (um)
met5: 0 / - / 0
met4: 0.1692 / 0 / 0
met3: 1.763 / 0 / 278
met2: 9.140 / 34 / 1747
met1: 7.224 / 566 / 1697
li1: - / 678 / -
## state kept, by name, indices dropped and copies added (netlist names)
| register | count |
|---|---|
| U2.Counter | 2 |
| U1.d | 18 |
## placed cells by master, fill, tap and decap left out, drive strengths merged
master and n:
o22ai 1, dfxtp 20, a21oi 4, nor3 4, and3 4, and2 4, nor2 8, nand2 7
a211o 2, a222oi 8, mux2 8, inv 17, clkdlybuf4s50 55, nand4 2, a211oi 2, o211ai 2
xor2 6, ha 19, nor3b 2, and4 1, a21o 1, buf 2, xnor2 12, mux2i 14
nand3 8, clkbuf 4
## final cells by class
class                   count  area, um^2  area share (%)
flip-flops and latches     20       400.4           18.08
well taps                 105       131.4           5.932
inverters                  17       63.81           2.881
clock buffers               4       55.05           2.486
multi-input cells         119       998.5           45.08
repair buffers             57       565.5           25.54
## how the worst max path moves through the flow
stage	start	to
after CTS	Digital8[1]	A_2_GLeft4[4]
final	Digital8[1]	A_2_GLeft4[4]
after global routing	Digital8[1]	A_2_GLeft4[4]
## power by group
| part | total [mW] | switching [mW] | internal (mW) |
|---|---|---|---|
| combinational | 0.0325 | 0.00524 | 0.0273 |
| sequential | 0.171 | 0 | 0.171 |
| clock | 0.133 | 0.0502 | 0.0830 |
| total | 0.337 | 0.0555 | 0.281 |
No activity file was given, so power comes from the tool's default toggle rates.
